`flow/config.mk`:
```
export PLATFORM = sky130hd
export DESIGN_NAME = Reg_Pack
export DESIGN_NICKNAME = Reg_Pack
export VERILOG_FILES = /design/flow/design.v
export SDC_FILE = /design/flow/constraint.sdc
export NUM_CORES = 4
export LEC_CHECK = 1
export CORE_AREA = 10 10 71 71
export DIE_AREA = 0 0 81 81
```
`flow/run.sh`:
```
#!/bin/bash
# OpenROAD 26Q1-2900-gdf79404cd8, Yosys 0.63+post, stock flow scripts
make -C /OpenROAD-flow-scripts/flow DESIGN_CONFIG=/design/flow/config.mk WORK_HOME=/design/flow/orfs finish
```
`flow/design.v`:
```
`timescale 1ns / 1ps
module Reg_Pack(
input wire SCK,
input wire CALC_FREE,
input wire[0:0] Thres,
input wire[3:0] Td0,
output wire[31:0] DATA
    );
    reg[31:0]Data,
            Datapre;
    reg[4:0] cnt,
             cnt1;
    reg [0:0] RD,RDD;
    reg [0:0] En_Reg_Pack;
    always@(posedge SCK)
    begin
    RDD = RD;
    RD = CALC_FREE;
    En_Reg_Pack = RD^RDD;
    end
always@(posedge En_Reg_Pack)
begin
    if(!CALC_FREE)
        begin
        Datapre=32'b0;
        Datapre=Datapre+Td0;
        Datapre=(Datapre<<1)+Thres;
        end
    else
        begin
        Data=32'b0;
        Data=Td0;
        Data=Datapre+(Data<<5);
        end
end
assign DATA=Data;
endmodule
```
`flow/constraint.sdc`:
```
current_design Reg_Pack

set clk_period 1.1
set clk_io_pct 0.2

create_clock -name clk0 -period $clk_period [get_ports {SCK}]

set non_clock_inputs [all_inputs -no_clocks]
set_input_delay [expr $clk_period * $clk_io_pct] -clock clk0 $non_clock_inputs
set_output_delay [expr $clk_period * $clk_io_pct] -clock clk0 [all_outputs]
```
==> reports/results.txt <==
Crit Path Class: input port to flip-flop
RSZ-0062 raised after global routing: no
TritonCTS Buffers: 3
Die W: 81 um
Die area: 6560 um^2
H-tree depth: 1
Post-Syn Instances: 42
Root Driver: clkbuf_8
Synth-to-Final Area Change: 26.0%
Post-DR vias/cell: 2.62
Hold Path Class: flip-flop to flip-flop
Largest net degree at the start of global routing: 15
Static leakage: 0.000323 uW
N_diodes: 0
Average wire per standard cell: 10.1 um
Max-cap violations: 0
Vias: 283
Std cell rows: 22
Setup Fix Bufs, Post-CTS: 0
First-pass GRT wire length: 1.55 mm
CP Cell Sequence: clkdlybuf4s50_1, xor2_1
Antenna-violating nets left: 0
Flip-flop and latch area: 460 um^2
Yosys Chip Area: 649 um^2
Crit path time final: 0.739 ns
DRT iter0 DRCs: 13
Critical path's top delay family: buffers and inverters
Overall Power: 557 uW
Core region area: 3630 um^2
Post-synth cell types: 6
Initial antenna violation count: 0
Count of unclocked register or latch pins: 14
Vias in the first global route: 337
Non-Filler Instances: 108
Status: completed
Clock Latency Late Sink: 0.21 ns
Stage-log warning count: 25
TritonCTS clock tree: yes
CP Data Required Time: 1.24 ns
I/O pin total: 39
Worst setup SP type: input port
Post-Synthesis Cell Area: 649 um^2
Cts repair resizes: 0
Placed cell count: 105
Setup violators final: 0
Final Hold Viols: 0
Crit path buf inv count: 1
Crit path largest cell delay: 0.51 ns
Number of hold buffers added after CTS: 0
Die Ht: 81 um
Crit-path max FO: 3
Crit-path slowest cell: clkdlybuf4s50_1
Post-DP HPWL: 954 um
Fmax: 1350 MHz
Mean Syn Cell Area: 15.5 um^2
Layout cells sized above 1: 6.67%
Setup TNS: 0 ns
Post-synth regs: 16
Logic area: 95.1 um^2
WP data arrival: 0.88 ns
Layout Skew: 0.00251 ns
Bufs on Longest Clock Path: 2
DR pass1 iterations: 2
Yosys stat cell total: 42
DRC viols: 0
GPL Wtd Cong: 0.682
Filler instances: 399
WHS: 0.417 ns
Max IR drop VDD: 1010 uV
Gr ovfl total: 0
Yosys warning count: 1
Pwr/cell area: 681 nW/um^2
Port Buffers: 15
Number of unconstrained endpoints: 37
Total global-route track usage: 2.99%
Clk slew on worst S/H paths: 0.03 ns
Detailed Route WL: 1.09 mm
Synth Seq Share: 70.9%
Post-route clock period utilization: 67.2%
Final Slew Violations: 0
Core utilization at floorplan: 17.9%
Endpoint class of the critical path: flip-flop
==> registers in the layout, indices dropped and copies added (netlist names) <==
register / cells
Data: 9
Datapre: 5
En_Reg_Pack: 1
RD: 1
==> power breakdown <==
group | internal (uW) | switching, uW | total (uW)
clock network | 231 | 54.7 | 286
registers | 179 | 19.4 | 198
logic | 49.4 | 23.4 | 72.8
total | 459 | 97.5 | 557
==> path summary, 6_finish.rpt <==
path | from | to | slack, ns | cells past startpoint
max | CALC_FREE | En_Reg_Pack | 0.36 | 2
min | RD | En_Reg_Pack | 0.42 | 1
max reg2reg | RD | En_Reg_Pack | 0.55 | 1
min reg2reg | RD | En_Reg_Pack | 0.42 | 1
==> metal layers <==
metal	share of wire (%)	global-route usage, %	wire length [um]
met5	0	0	0
met4	0	0.173	0
met3	13	1.78	138
met2	52	5.49	570
met1	35	2.97	377
==> cell usage in the layout (no fill, tap or decap), drive strengths merged <==
cell type,instances
xor2,1
clkbuf,3
clkdlybuf4s50,15
conb,23
buf,1
dfxtp,2
inv,1
edfxtp,14
==> cell type report <==
| class | instances | area share (%) |
|---|---|---|
| sequential | 16 | 56.3 |
| timing repair buffer | 16 | 19.3 |
| multi-input combinational | 24 | 11.6 |
| tap | 48 | 7.34 |
| clock buffer | 3 | 5.05 |
| inverter | 1 | 0.459 |
==> cells by family (layout without fill, tap and decap cells) <==
| logic type | Yosys count | after routing | synth area share, % |
|---|---|---|---|
| buf+inv | 24 | 20 | 27.2 |
| flops | 16 | 16 | 70.9 |
| other cells | 1 | 23 | 0.577 |
| xor+xnor | 1 | 1 | 1.35 |
==> synth_stat cells <==
cell      number  area share (%)
dfxtp_1        2             6.2
inv_1          1            0.58
edfxtp_1      14              65
buf_4         23              27
conb_1         1            0.58
xor2_1         1             1.3
==> through the flow <==
stage | instance area (um^2) | util, % | setup slack, ns
after floorplan | 732 | - | 0.560
after global placement | 777 | 21.4 | 0.172
after detailed placement | 777 | 21.4 | 0.144
after CTS | 818 | 22.5 | 0.363
after global routing | 818 | 22.5 | 0.331
final | 818 | 22.5 | 0.361
No activity file was given, so power comes from the tool's default toggle rates.
