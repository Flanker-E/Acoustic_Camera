### ./constraint.sdc
current_design clk_slow

set clk_period 1.9
set clk_io_pct 0.2

create_clock -name clk0 -period $clk_period [get_ports {clk_in}]

set non_clock_inputs [all_inputs -no_clocks]
set_input_delay [expr $clk_period * $clk_io_pct] -clock clk0 $non_clock_inputs
set_output_delay [expr $clk_period * $clk_io_pct] -clock clk0 [all_outputs]
### ./config.mk
export PLATFORM = sky130hd
export DESIGN_NAME = clk_slow
export DESIGN_NICKNAME = clk_slow
export VERILOG_FILES = /design/flow/design.v
export SDC_FILE = /design/flow/constraint.sdc
export NUM_CORES = 4
export LEC_CHECK = 1
export CORE_AREA = 10 10 70 70
export DIE_AREA = 0 0 80 80
### ./run.sh
#!/bin/bash
# OpenROAD 26Q1-2900-gdf79404cd8, Yosys 0.63+post, stock flow scripts
make -C /OpenROAD-flow-scripts/flow DESIGN_CONFIG=/design/flow/config.mk WORK_HOME=/design/flow/orfs finish
### ./design.v
`timescale 1ns / 1ps
module clk_slow(clk_in, clk_48khz, clk_3052khz);
   input      clk_in;
   output     clk_48khz;
   output     clk_3052khz;
   wire       clk_sig;
   reg [18:0] clk_cntr;
   always @(posedge clk_in)
   begin: count
         clk_cntr <= (clk_cntr + 1);
   end
   assign clk_48khz = clk_cntr[9];
   assign clk_3052khz = clk_cntr[3];
endmodule
==> results.toml <==
# synthesis and place-and-route metrics
[floorplan]
dieArea_sq_um = 6400
core_sq_um = 3420
rows = 21
dieHeight_microns = 80
io-pin-count = 3
fp-utilization_pct = 10.7
die_w_microns = 80

[global_route]
grt_start_max_net_pins = 6
grtUsageTotal_pct = 1.97
grt_pass1_vias = 236
grt_pass1_wl_mm = 1.01
gr-total-overflow = 0
antenna_found_initial = 0

[power]
vdd_drop_max_mv = 0.398
power_frac_comb_pct = 0
switching_share_pct = 18.4
power_mw = 0.346
switchingPower_mw = 0.0635
p_per_area_nw_per_um2 = 745
power.leakage_nw = 0.160
clkPwrFrac_pct = 39.4
internal_power_mw = 0.282
power_frac_seq_pct = 60.6

[cts]
cts_buffer_depth = 2
postCtsHoldBufs = 0
cts_setup_buffers = 0
numClockSinks = 10
h-tree-depth = 1
clkTransAtPathRegs_ns = 0.05
numCtsBuffers = 3
clock_latency_ns = 0.26
cts_resized = 0
cts_tree = "yes"
cts_root_buffer = "clkbuf_4"

[cells_and_area]
nFillCells = 401
drive_above_1_share_pct = 15.4
postLayoutCoreUtil_pct = 13.6
logic_area_sq_um = 153
fin_cells = 85
final_area_sq_um = 464
reg.largest.list = "clk_cntr: 10 flops"
top_register = "clk_cntr"
syn_to_final_growth_pct = 27.5
largest_reg_flops = 10
ff_latch_area_sq_um = 200

[critical_path]
reg2reg_depth = 4
path_buffers = 1
endpoint_kind = "output port"
cp.depth = 1
path_cells = "clkdlybuf4s50_1"
cp.required_ns = 1.52
crit_path_start_kind = "flip-flop"
slowest_delay_ns = 0.50
worstPathMaxFanout = 5
cpMaxStageDelayCell = "clkdlybuf4s50_1"
cp.arrival_ns = 1.16
critPathKind = "flip-flop to output port"
crit_family = "buffers and inverters"

[run]
warning_count = 25
max_cap_violations = 0

[logic_synthesis]
synth_chip_area_sq_um = 364
synth_seq_share_pct = 55.0
yosys-stat-cells = 34
synth_cell_types = 13
ys_ff = 10
syn_area_sq_um = 364
avgSynthCellArea_sq_um = 10.7
synth_cells = 34
ys_warn_count = 1

[sta]
rsz0062_at_grt = "false"
fin_tns_setup_ns = 0
worst_slew_pin_slew_ns = 0.221
setup_ws_ns = 0.358
layout_min_cycle_time_ns = 1.54
relSlewSlack_pct = 85.1
fmax_mhz = 648
period_used_pct = 81.2
fin_skew_ns = 0.00593
hold_violations = 0
setup_violations = 0
slew_viol_final = 0
fin_hold_ws_ns = 0.422

[detailed_routing]
antenna_left = 0
wirelength_microns = 488
avgViaCountPerCell = 2.45
route.detailed.wl_per_inst_microns = 5.74
drtPass1Iterations = 2
initialDrtViolationCount = 5
n_antenna_cell = 0
drc = 0
routed-via-count = 208

[min_path]
min_path_type = "flip-flop to flip-flop"
min_path_cells = 1

[place]
gp_congestion = 0.619
dp_hpwl_microns = 378
placed_area_sq_um = 442
dp_worst_setup_slack_ns = 0.629
portBuffers = 2
dp_cells = 82

[run_status]
outcome = "finished clean"
-- power groups by stage --
stage / combinational (mW) / sequential (mW) / clock, mW
final: 0.0000000659 / 0.210 / 0.136
after CTS: 0.0000000659 / 0.210 / 0.138
after global routing: 0.0000000659 / 0.209 / 0.161
-- area by class of cell --
type                       count  area share [%]
sequential                    10            43.1
multi-input combinational     21            32.9
tap                           46            12.4
clock buffer                   3            4.85
timing repair buffer           2            4.31
inverter                       3            2.43
-- synthesized netlist by cell type --
cell	number	share of area (%)
xor2_1	4	9.6
nand3_2	1	2.7
nor3_1	1	1.4
inv_1	3	3.1
nand4_1	1	1.7
ha_1	1	3.4
nor2_1	3	3.1
nor4_2	1	3.4
dfxtp_1	10	55
nand3_1	3	4.1
nand2_1	1	1.0
nand2_2	1	1.7
xnor2_1	4	9.6
-- placed cells by master (no fill, tap or decap) --
master,n
inv_1,3
nor2_1,3
nor4_2,1
clkbuf_4,3
ha_1,1
xor2_1,4
nand2_1,1
nand4_1,1
nand3_2,1
nand3_1,3
nor3_1,1
clkdlybuf4s50_1,2
dfxtp_1,10
xnor2_1,4
nand2_2,1
-- per-layer routing --
layer	up-vias	GRT usage, %	part of all wire [%]
met5	-	0	0
met4	0	0	0
met3	0	1.59	10
met2	6	2.25	29
met1	83	2.88	60
li1	119	-	-
-- final timing paths --
kind | startpoint | to | slack [ns]
setup / recovery | clk_cntr[3] | clk_3052khz | 0.36
hold / removal | clk_cntr[0] | clk_cntr[0] | 0.42
setup reg to reg | clk_cntr[0] | clk_cntr[6] | 0.78
hold reg to reg | clk_cntr[0] | clk_cntr[0] | 0.42
-- logic make-up (layout without fill, tap and decap cells) --
family,count (synthesis),after routing,share of synthesized area [%]
XOR/XNOR,8,8,19.2
adder cells (fa/ha/maj),1,1,3.44
buffers and inverters,3,8,3.09
AND/OR/NAND/NOR,12,12,19.2
flip-flops,10,10,55.0
Power is estimated from default activity; no workload was simulated.
